==> ./design.v <==
module counter(
input eclk,en_counter,clr, 
output reg [10:0] cnt,	 
output reg cnt_full
);
always@(posedge eclk or negedge clr)
	begin
		if(!clr)
			cnt <= 0;
		else if(en_counter)
			cnt <= cnt + 1'b1;
		else 
			cnt <= 0;
	end
always@(posedge eclk or negedge clr)
begin
	if(!clr)
		cnt_full <= 1'b0;
	else if(cnt == 3'd999)
		cnt_full <= 1'b1;
	else
		cnt_full <= 1'b0;
end 
endmodule 
==> ./run.sh <==
#!/bin/bash
# OpenROAD 26Q1-2900-gdf79404cd8, Yosys 0.63+post, stock flow scripts
make -C /OpenROAD-flow-scripts/flow DESIGN_CONFIG=/design/flow/config.mk WORK_HOME=/design/flow/orfs finish
==> ./config.mk <==
export PLATFORM = sky130hd
export DESIGN_NAME = counter
export DESIGN_NICKNAME = counter
export VERILOG_FILES = /design/flow/design.v
export SDC_FILE = /design/flow/constraint.sdc
export NUM_CORES = 4
export LEC_CHECK = 1
export CORE_AREA = 10 10 80 80
export DIE_AREA = 0 0 90 90
==> ./constraint.sdc <==
current_design counter

set clk_period 1.8
set clk_io_pct 0.2

create_clock -name clk0 -period $clk_period [get_ports {eclk}]

set non_clock_inputs [all_inputs -no_clocks]
set_input_delay [expr $clk_period * $clk_io_pct] -clock clk0 $non_clock_inputs
set_output_delay [expr $clk_period * $clk_io_pct] -clock clk0 [all_outputs]
==> notes.md <==
The layout was made with Yosys and OpenROAD.

The flow ran to the end, and the final reports show no timing, DRC or antenna violations. The die width is 90 um. The placer congestion estimate is 0.765. The final critical path time including I/O delays and setup is 1630 ps.

The timing report notes that buffer and inverter cells on the critical path total 1. In the final layout, the fill cell count is 521. The wire length of the first global-routing pass is 2440 um. The delay of the slowest cell on the worst path is 540 ps.

The cell with the largest stage delay on the worst path is sky130_fd_sc_hd__clkdlybuf4s50_1. The maximum fanout encountered on the critical timing path is 7. The worst pin sits at a relative slew slack of 0.638. Detailed routing inserted a total of 478 vias. The category of the worst setup path capture point is an output port.

The number of global-route vias before repair is 511. In the final timing run, aggregate negative setup slack is 0 ps. Sorting the synthesized cells by how often they occur yields sky130_fd_sc_hd__dfrtp_1 (12), sky130_fd_sc_hd__a21oi_1 (5), sky130_fd_sc_hd__nand3_1 (4), sky130_fd_sc_hd__nor2_1 (4). The post-synthesis async set-or-reset flop share is 1.00.

The slew at the pin closest to its max-slew limit is 542 ps. The total overflow reported by the global router is 0. The worst VDD IR drop from the latest analysis is 219 uV.

Setup repair after global routing left no endpoint under its margin. The total clock buffers created by CTS is 3. The chip area line in the Yosys stat output reads 567 sq um. The clock passes through at most 2 buffers. The count of buffers inserted at the top-level ports is 14. The initial antenna violation count came to 0. The cell taking the most area after synthesis is sky130_fd_sc_hd__dfrtp_1. The critical path in this run is classified as reg2out. Measured along the y axis, the die boundary spans 90 um. The CTS sink count is 12. The required time at the endpoint of the critical path is 1440 ps. The last timing report of the flow puts the setup violation total at 0. The cell area that synthesis handed to floorplanning was 567 sq um. The total count of hold-check failures in the final report is 0.

Traced cell by cell, the critical path runs through clkdlybuf4s50_1. Across all stage logs, warnings added up to 25. The total leakage power is 0.315 nW. The worst hold-check path type is in2async. Per Yosys stat, the portion of area used by sequential elements is 0.530.

The top cell type by instance count after synthesis is sky130_fd_sc_hd__dfrtp_1. The number of nets still failing antenna checks after routing is 0. The standard-cell row count is 25.

Based on the critical path, the design can be clocked at up to 0.614 GHz. The number of top-level pins is 15. Dividing the synthesized area by the synthesized cell count gives 10.5 sq um. The skew report gives the latency at the later pin of the worst-skew pair as 230 ps.

The script logs the ratio of routed vias to standard cells as 3.44. Among cell families on the critical path, the largest total delay comes from buffers and inverters. The top-area cell type share of the netlist area is 0.530. The post-placement worst setup slack is 334 ps. The commonest register cell is sky130_fd_sc_hd__dfrtp_1. The share of the core area taken by cells at floorplan is 0.120. The post-route fraction of the period consumed by the critical path is 0.905. The instance count of the mapped netlist is 54. Looking at the worst setup and hold paths, the clock pins of their registers show a slew of 50 ps.

The power density relative to cell area is 712 mW/mm^2. The number of max-slew violations in the final report is 0. The count of flip-flops with a built-in enable after synthesis is 0. The buffer type at the clock tree root is sky130_fd_sc_hd__clkbuf_8. The count of unique library cells instantiated by Yosys is 21. The detailed-routing iteration count for the pre-antenna-repair pass is 4.

In the routed design, unresolved DRC markers number 0. The detailed router finished its first iteration with 45 violations. The worst path meets setup with 172 ps of slack. In the final run the clock tree shows a worst skew of 2.34 ps. The number of setup buffers added after CTS is 0.

The number of hold buffers added after cts is 0. In this run the number of H-tree levels came out at 1. Per the OpenROAD floorplan log, the area of the core is 0.00472 sq mm. TritonCTS built the clock tree. Max-cap violations in this run came to 0. The per-cell routed wire length is 9.59 um. Yosys printed 2 warnings. The type of element launching the critical path is a flop.

The arrival time at the worst endpoint is 1270 ps. For this design, Yosys synthesis ends with a cell count of 54. The synthesized design contains 12 register bits. The overall die area is 0.00810 sq mm. The number of instances resized during post-cts repair is 0. The fraction of final layout cells with drive strength greater than 1 is 0.0972. Entering global routing, the biggest net connects 13 pins. The final antenna diode tally reported by the flow is 0.

The relative area change from synthesis to final layout is 49.2%. Overall routing resource usage recorded by global route was 0.0361. The synthesis report lists the most area-consuming cells as sky130_fd_sc_hd__dfrtp_1 (53%), sky130_fd_sc_hd__a21oi_1 (4.4%), sky130_fd_sc_hd__o31ai_1 (4.0%), sky130_fd_sc_hd__or4_1 (4.0%), sky130_fd_sc_hd__nand4_4 (3.8%). The total detailed-routing wirelength is 1330 um.
sequential cells by signal, summed over array words and instances (netlist names):
| register | cells |
|---|---|
| cnt | 11 |
| cnt_full | 1 |
area by class of cell:
class | count | area, sq um | share of cell area
tap | 67 | 83.8 | 0.0991
inverter | 4 | 15.0 | 0.0178
clock buffer | 4 | 55.1 | 0.0651
multi-input combinational | 38 | 251 | 0.297
timing repair buffer | 14 | 140 | 0.166
sequential | 12 | 300 | 0.355
power breakdown:
part / internal, mW / switching, mW / total, mW
combinational: 0.0192 / 0.0184 / 0.0376
sequential: 0.276 / 0.00817 / 0.284
clock: 0.192 / 0.0884 / 0.281
through the flow:
| step | instance area [sq um] | instances | total power [mW] | hold slack, ps | utilization |
|---|---|---|---|---|---|
| after floorplan | 567 | 54 | 0.299 | 64.4 | - |
| after detailed placement | 791 | 135 | 0.328 | 505 | 0.167 |
| after CTS | 846 | 139 | 0.613 | 495 | 0.179 |
| final | 846 | 139 | 0.602 | 483 | 0.179 |
| after global routing | 846 | 139 | 0.638 | 520 | 0.179 |
| after global placement | 791 | 135 | 0.327 | 480 | 0.167 |
metal layers:
layer	share of wire	GRT usage
met1	0.46	0.0466
met5	0	0
met4	0	0.00133
met2	0.43	0.0539
met3	0.11	0.0210
final timing paths:
| kind | start | cells past startpoint | to | slack, ps |
|---|---|---|---|---|
| max | cnt[2] | 1 | cnt[2] | 170 |
| min | clr | 1 | cnt[2] | 480 |
| max reg2reg | cnt[0] | 4 | cnt[8] | 310 |
| min reg2reg | cnt[0] | 1 | cnt[0] | 510 |
| max in group asynchronous | clr | 1 | cnt_full | 960 |
| min in group clk0 | cnt[0] | 1 | cnt[0] | 510 |
kinds of logic after synthesis:
group                    after synthesis  synth area share
adder cells (fa/ha/maj)                1            0.0221
AND/OR/NAND/NOR                       23             0.256
multiplexers                           1            0.0177
XOR/XNOR                               3            0.0464
buffers and inverters                  4            0.0265
AND-OR/OR-AND                         10             0.102
flip-flops                            12             0.530
placed cells by master (no fill, tap or decap):
cell type,instances
sky130_fd_sc_hd__clkdlybuf4s50_1,14
sky130_fd_sc_hd__dfrtp_1,12
sky130_fd_sc_hd__a21oi_1,5
sky130_fd_sc_hd__nand3_1,4
sky130_fd_sc_hd__nor2_1,4
sky130_fd_sc_hd__clkbuf_8,4
sky130_fd_sc_hd__nand2_1,3
sky130_fd_sc_hd__o31ai_1,3
sky130_fd_sc_hd__or4_1,3
sky130_fd_sc_hd__inv_1,3
sky130_fd_sc_hd__nor4_1,3
sky130_fd_sc_hd__o21ai_0,2
sky130_fd_sc_hd__xor2_1,2
sky130_fd_sc_hd__nand4_4,1
sky130_fd_sc_hd__clkinv_1,1
sky130_fd_sc_hd__or3_2,1
sky130_fd_sc_hd__or3_1,1
sky130_fd_sc_hd__xnor2_1,1
sky130_fd_sc_hd__and2_1,1
sky130_fd_sc_hd__and4_2,1
sky130_fd_sc_hd__nand2b_1,1
sky130_fd_sc_hd__mux2i_1,1
sky130_fd_sc_hd__ha_1,1
Power and IR drop assume default switching activity.
