==> flow/design.v <==
module show(
input eclk,
input en,
input [3:0] data0,data1,data2,data3,data4,data5,data6,data7,
output reg [6:0] codeout, 
output reg [7:0] seg		  
);
reg [3:0] cnt;
reg [3:0] d;
	always@(posedge eclk) 
	begin
		if(en)
			if(cnt==4'd15)	cnt <= 4'd0;
			else cnt <= cnt+4'd1;
		else 
			cnt <= 0;
	end	
	always @(cnt)  
	begin
		 case(cnt)
			  4'b0000: d = data0;
			  4'b0001: d = data1;
			  4'b0010: d = data2;
			  4'b0011: d = data3;
			  4'b0100: d = data4;
			  4'b0101: d = data5;
			  4'b0110: d = data6;
			  4'b0111: d = data7;
		 endcase
	end
	always @(d)  
	if(en)
		case (d)
		4'd0 : seg<=8'b00000001;
		4'd1 : seg<=8'b00000010;
		4'd2 : seg<=8'b00000100;
		4'd3 : seg<=8'b00001000;
		4'd4 : seg<=8'b00010000;
		4'd5 : seg<=8'b00100000;
		4'd6 : seg<=8'b01000000;
		4'd7 : seg<=8'b10000000;
		default: seg=8'bx;
		endcase
	else
		seg<=8'b00000000;
	always @(cnt)  
	if(en)	
		case (cnt)
		4'd0 : codeout<=7'b1111110;
		4'd1 : codeout<=7'b0110000;
		4'd2 : codeout<=7'b1101101;
		4'd3 : codeout<=7'b1111001;
		4'd4 : codeout<=7'b0110011;
		4'd5 : codeout<=7'b1011011;
		4'd6 : codeout<=7'b1011111;
		4'd7 : codeout<=7'b1110000;
		4'd8 : codeout<=7'b1111111;
		4'd9 : codeout<=7'b1110011;
		default: codeout=7'bx;
		endcase
	else
		codeout<=7'b0000000;
endmodule 
==> flow/run.sh <==
#!/bin/bash
# OpenROAD 26Q1-2900-gdf79404cd8, Yosys 0.63+post, stock flow scripts
make -C /OpenROAD-flow-scripts/flow DESIGN_CONFIG=/design/flow/config.mk WORK_HOME=/design/flow/orfs finish
==> flow/config.mk <==
export PLATFORM = sky130hd
export DESIGN_NAME = show
export DESIGN_NICKNAME = show
export VERILOG_FILES = /design/flow/design.v
export SDC_FILE = /design/flow/constraint.sdc
export NUM_CORES = 4
export LEC_CHECK = 1
export CORE_AREA = 10 10 94 94
export DIE_AREA = 0 0 104 104
==> flow/constraint.sdc <==
current_design show

set clk_period 3.0
set clk_io_pct 0.2

create_clock -name clk0 -period $clk_period [get_ports {eclk}]

set non_clock_inputs [all_inputs -no_clocks]
set_input_delay [expr $clk_period * $clk_io_pct] -clock clk0 $non_clock_inputs
set_output_delay [expr $clk_period * $clk_io_pct] -clock clk0 [all_outputs]
==> impl.org <==
#+TITLE: Implementation results

** Run status
- Result of the run :: finished clean

** Worst setup path
- Crit path DAT :: 2.13 ns
- The worst setup path is captured at a primary output.
- Reg2Reg Launch Point :: cnt[0]
- The slowest stage of the critical path belongs to the cell sky130_fd_sc_hd__clkdlybuf4s50_1.
- In the setup report, the worst path falls into the class in -> out.
- Critical Path Most Common Cell :: sky130_fd_sc_hd__clkdlybuf4s50_1
- The required time at the worst endpoint is listed as 2.40 ns.
- STA reports a reg2reg setup slack of approximately 1 ns.
- Number of cells on the worst reg-to-reg path :: 6
- CP Max Fanout :: 12
- Crit path largest cell delay :: between 0.6 and 0.7 ns
- Walking the worst path, the cells encountered are clkdlybuf4s50_1 -> nand2b_1 -> nor3_1 -> clkdlybuf4s50_1.
- STA classifies the critical path startpoint as a primary input.

** Detailed routing
- Per the log, the first TritonRoute iteration ended with a DRC count of 25.
- The script logs the ratio of routed vias to standard cells as roughly 3.6.
- For this run, the detailed router's first-pass iteration total came to 4.
- In the detailed route, the total length drawn on met2 is around 1.3 mm.
- Vias :: 865
- The DRC violation total left in the routed layout is recorded as 0.
- Antenna diode count :: 0
- Tally of nets with antenna violations remaining after routing :: 0
- For this sky-water flow run, the detailed-routed wirelength per cell is reported as 10.2 um.
- Per the detail_route log, the uppermost layer with routed signals is met4.
- The wire length recorded after detailed routing is 2.47 mm.
- The post-route report lists met1 wire length as between 1 and 1.5 mm.
- Wire length on met3 :: about 110 um

** Timing
- Min Clock Period, post-route :: 2.73 ns
- The timer found 3 register pins that no clock reaches; their paths are not timed.
- 3 endpoints have no timing constraint.
- The last timing report of the flow puts the setup violation total at 0.
- Per the timing report, the achievable frequency comes out to 0.366 GHz.
- The pin closest to its max-slew limit shows a slew of 0.501 ns.
- TNS Setup :: 0 ns
- Tightest slew margin relative to the limit :: 0.666
- The final timing report lists a hold violation count of 0.
- Post-route period utilization is reported as 0.910.
- Fin Hold WS :: slightly below 0.6 ns
- Setup repair after global routing left no endpoint under its margin.
- Pins over their slew limit in the final report were tallied at 0.
- The final timing report lists clock skew as roughly 0.0015 ns.

** Layout
- The final report lists a non-filler cell total of 242.
- The layout summary lists the proportion of cells stronger than drive strength 1 as 0.0685.
- Final-layout fill cell count :: 758
- The sequential cells in the finished layout cover a total of 265 um2.
- Post-synthesis to final-layout area growth :: 60.3%
- The multi-input combinational cells in the finished layout cover a total of ~570 um2.

** Floorplan
- According to the floorplan report, the placeable core area is 6830 um2.
- Row generation in the floorplan step produced 30 rows.
- The floorplan step set the die height to 104 um.
- Horizontal extent of the die :: between 100 and 150 um
- The die covers 10800 um2.
- For this configuration, the core starts out at a cell density of 0.131.
- IO Count :: 49

** Yosys
- Looking at the cell usage after synthesis, the top flip-flop cell is sky130_fd_sc_hd__dfxtp_1.
- In this run, synthesis inferred 0 flip-flops with an integrated enable.
- Per the post-synthesis report, the number of cells in the design is 107.
- Top cell type by total area after synthesis :: sky130_fd_sc_hd__dfxtp_1
- Per the Yosys statistics, synthesis produced 107 cells.
- After synthesis the netlist holds a flip-flop and latch count of 14.
- Top cells, area :: sky130_fd_sc_hd__dfxtp_1 (25%), sky130_fd_sc_hd__ha_1 (13%), sky130_fd_sc_hd__dlxtn_1 (5.0%), sky130_fd_sc_hd__and2_1 (4.9%), sky130_fd_sc_hd__nor2_1 (4.2%)
- Cell area after synthesis :: 895 um2
- In the post-synthesis netlist, the cell with the most instances is sky130_fd_sc_hd__dfxtp_1.
- Async S/R FF share, synth :: 0
- The area recorded from the Yosys report for this design is 895 um2.
- The synthesis report lists the Yosys warning total as 1.
- Netlist cell types :: ~41
- The share of synthesized area in the top cell type comes to 0.246.
- Post-Synthesis Mean Instance Area :: 8.36 um2
- Most instantiated cells after synthesis :: sky130_fd_sc_hd__dfxtp_1 (11), sky130_fd_sc_hd__nor2_1 (10), sky130_fd_sc_hd__ha_1 (9)

** Clock network
- Worst skew pair latency :: 0.23 ns
- Count of H-tree levels built during CTS :: 1
- Clock slew seen by the registers of the worst setup and hold paths :: 0.05 ns
- Counting the buffers created by CTS gives 3.
- After clock tree synthesis, the setup repair step added 0 buffers.
- Buffer levels on the longest clock path :: 2
- TritonCTS built the clock tree.
- Root buffer selected by CTS :: sky130_fd_sc_hd__clkbuf_8
- Number of resized instances in the post-cts repair step :: 0
- Hold-fix buffers at CTS :: 0

** Placement
- Once placement completed, the tool counted placed cells totaling 238.
- For this run the detailed placement stage logged an HPWL of around 2.1 mm.
- RD Place Congestion :: 0.760
- Number of buffers inserted by port buffering :: 40

** Global route
- Wire length of the first global-routing pass :: 4.17 mm
- In the global route stage, overall resource usage came out at 0.0440.
- Entering global routing, the biggest net connects 14 pins.
- The total overflow left after global routing is 0.
- Initial antenna violation count :: 0
- The number of global-route vias before repair was 861.

** Hold path
- Number of cells on the worst hold path :: 1
- Hold Path Class :: reg -> reg
- Startpoint of the lowest-slack hold path :: cnt[3]

** Job
- Maxcap violations :: 0
- Number of warning messages in the logs :: 40

** Power and ir drop
- Power spread over the standard cell area amounts to 336 nW/um2.
- Maximum VDD drop :: 0.0000819 V
- The leakage component of the power was reported as between 0.5 and 0.6 nW.
- The design draws 0.482 mW.
-- per-stage QoR --
stage / area (um2) / setup slack [ns] / util
after floorplan: 895 / 1.36 / -
after global placement: 1390 / 0.297 / 0.203
after detailed placement: 1390 / 0.252 / 0.203
after CTS: 1430 / 0.244 / 0.210
after global routing: 1430 / 0.110 / 0.210
final: 1430 / 0.269 / 0.210
-- cell families after synthesis --
kind of cell	count (synthesis)	share of synthesized area
flip-flops	11	0.246
adder cells (fa/ha/maj)	9	0.126
buffers and inverters	14	0.0713
XOR/XNOR	2	0.0196
multiplexers	4	0.0476
latches	3	0.0503
AND/OR/NAND/NOR	42	0.248
AND-OR/OR-AND	22	0.192
-- worst max path at each step --
stage / cells past startpoint / slack [ns] / endpoint / start
4_1_cts: 4 / 0.24 / seg[0] / en
5_1_grt: 4 / 0.11 / seg[0] / en
6_report: 4 / 0.27 / seg[0] / en
-- metal layers --
metal	vias to the layer above	global-route usage
li1	454	-
met1	383	0.0517
met2	22	0.0802
met3	6	0.00689
met4	0	0.0119
met5	-	0
-- power breakdown --
part	total, mW	switching, mW	internal, mW
Clock	0.145	0.0521	0.0930
Combinational	0.157	0.0616	0.0951
Sequential	0.180	0.0101	0.170
-- worst max-delay path, delay by kind of cell --
family                 cells  cell delay [ns]
buffers and inverters      2             1.18
and+or+nand+nor            2             0.35
-- cells in the final DEF (no fill, tap or decap), types with 2 or more instances in the layout --
cell and n:
sky130_fd_sc_hd__nor2_1 10, sky130_fd_sc_hd__and3_1 3, sky130_fd_sc_hd__ha_1 9, sky130_fd_sc_hd__clkbuf_8 3
sky130_fd_sc_hd__a22oi_1 2, sky130_fd_sc_hd__mux2_2 2, sky130_fd_sc_hd__or3_1 2, sky130_fd_sc_hd__mux2i_1 2
sky130_fd_sc_hd__a31oi_1 2, sky130_fd_sc_hd__nand2b_1 3, sky130_fd_sc_hd__dfxtp_1 11, sky130_fd_sc_hd__nand3_1 3
sky130_fd_sc_hd__and2_1 7, sky130_fd_sc_hd__a21oi_1 3, sky130_fd_sc_hd__dlxtn_1 3, sky130_fd_sc_hd__nor3_1 2
sky130_fd_sc_hd__a222oi_1 2, sky130_fd_sc_hd__inv_1 7, sky130_fd_sc_hd__clkdlybuf4s50_1 40, sky130_fd_sc_hd__nand2_1 8
-- final cells by class --
type                            instances  area share
Tap cell                               96      0.0838
Clock buffer                            4      0.0314
Multi-Input combinational cell         79       0.394
Inverter                                8      0.0209
Timing Repair Buffer                   41       0.284
Sequential cell                        14       0.185
No activity file was given, so power comes from the tool's default toggle rates.
